**design/flow/design.v**
```verilog
`timescale 1ns / 1ps
module HELPv2
(
            input clk,
            input SW0,
            input SW1,
            input SW2,
            input SW3,
            input SW4,
            input SW5,
            input SW6,
            input SW7,
            output LED0,
            output LED1,
            output LED2,
            output LED3,
            output LED4,
            output LED5,
            output LED6,
            output LED7,
            output LED8,
            output LED9,
            input JA0,
            input JA1,
            input JA2,
            input JA3,
            input JB0,
            input JB1,
            output JC0,
            output JC1,
            output JC2,
            output JC4,
            output JC5,
            output JC6,
            output reg [3:0] an,       
            output reg [6:0] seg     
 );
assign LED0 = SW0;
assign LED1 = SW1;
assign LED2 = SW2;
assign LED3 = SW3;
assign LED4 = SW4;
assign LED5 = SW5;
assign LED6 = ~JA0;
assign LED7 = ~JA1;
assign LED8 = ~JA2;
assign LED9 = ~JA3;
 reg [18:0] count;
 always @ (posedge clk)
      count = count + 1;
 wire [2:0] refresh;
 assign refresh = count[18:15];
always @ (*) 
case (refresh) 
           3'b000:
                begin
                    case(SW0)
                        1'b1:
                            begin
                            an = 4'b1110;
                            seg = 7'b1111001;
                            end
                            default:
                            begin
                            an = 4'b1110;
                            seg = 7'b1111111;
                            end 
                    endcase       
                end
           3'b001:
                begin
                    case(SW1)
                        1'b1:
                            begin
                            an = 4'b1110;
                            seg = 7'b0100100;
                            end
                            default:
                            begin
                            an = 4'b1110;
                            seg = 7'b1111111;
                            end          
                    endcase       
                end
           3'b010:
                begin
                    case(SW2)
                        1'b1:
                            begin
                            an = 4'b1110;
                            seg = 7'b0110000;
                            end
                        default:
                            begin
                            an = 4'b1110;
                            seg = 7'b1111111;
                            end      
                    endcase       
                end
           3'b011:
                    begin
                        case(SW3)  
                        1'b1:
                            begin
                            an = 4'b1101;
                            seg = 7'b0001110;
                            end
                        default:
                            begin
                            an = 4'b1101;
                            seg = 7'b1111111;
                            end  
                      endcase   
                    end 
           3'b100:
                    begin
                        case(SW4)  
                        1'b1:
                            begin
                            an = 4'b1101;
                            seg = 7'b0000011;
                            end
                        default:
                            begin
                            an = 4'b1101;
                            seg = 7'b1111111;
                            end
                       endcase
                    end
endcase
reg [15:0] speedcounter1;
always @ (posedge clk)
    begin
         if (speedcounter1 < 32767) 
            speedcounter1 <= speedcounter1 + 1;
         else 
            speedcounter1 <= 0;  
    end
reg [15:0] speedcounter2;
always @ (posedge clk)
    begin
         if (speedcounter2 < 32767) 
            speedcounter2 <= speedcounter1 + 1;
         else 
            speedcounter2 <= 0;  
    end
wire SP1C;
    assign SP1C = (speedcounter1 < 23550) ? 1:0;
wire SP2C;
    assign SP2C = (speedcounter2 < 26555) ? 1:0;
reg [3:0] IPSDetection;
always @ (*)
	begin
	    IPSDetection[3] = ~JA0;
	    IPSDetection[2] = ~JA1;
		IPSDetection[1] = ~JA2;
		IPSDetection[0] = ~JA3;
	end
reg [1:0] MotorSides;
assign JC0 = MotorSides[1]; 
assign JC4 = MotorSides[0]; 
reg [3:0] MotorPolarity = 4'b0000;
assign JC6 = MotorPolarity[0];  
assign JC5 = MotorPolarity[1];  
assign JC1 = MotorPolarity[2];  
assign JC2 = MotorPolarity[3];  
always @ (*)
    begin
        case(IPSDetection)
            4'b0000: 
                begin
                    MotorSides[1] = SP1C;
                    MotorSides[0] = SP1C;
                    MotorPolarity[2] = 0;
                    MotorPolarity[0] = 0;
                    MotorPolarity[1] = 1;
                    MotorPolarity[3] = 1;
                end
            4'b0001: 
                begin
                    MotorSides[1] = SP2C;
                    MotorSides[0] = SP1C;
                    MotorPolarity[2] = 1;
                    MotorPolarity[0] = 0;
                    MotorPolarity[1] = 1;
                    MotorPolarity[3] = 0;
                end
            4'b0010: 
                begin
                    MotorSides[1] = 1;
                    MotorSides[0] = 0;
                    MotorPolarity[2] = 1;
                    MotorPolarity[0] = 1;
                    MotorPolarity[1] = 0;
                    MotorPolarity[3] = 0;
                end
            4'b0011: 
                begin
                    MotorSides[1] = SP1C;
                    MotorSides[0] = SP1C;
                    MotorPolarity[2] = 1;
                    MotorPolarity[0] = 0;
                    MotorPolarity[1] = 1;
                    MotorPolarity[3] = 0;
                end
            4'b0100: 
                begin
                    MotorSides[1] = 0;
                    MotorSides[0] = 1;
                    MotorPolarity[2] = 1;
                    MotorPolarity[0] = 1;
                    MotorPolarity[1] = 0;
                    MotorPolarity[3] = 0;
                end
            4'b0101: 
                begin
                    MotorSides[1] = SP1C;
                    MotorSides[0] = SP1C;
                end
            4'b0110: 
                begin
                    MotorSides[1] = SP2C;
                    MotorSides[0] = SP2C;
                    MotorPolarity[2] = 1;
                    MotorPolarity[0] = 1;
                    MotorPolarity[1] = 0;
                    MotorPolarity[3] = 0;
                end
            4'b0111: 
                begin
                    MotorSides[1] = 1;
                    MotorSides[0] = 1;
                    MotorPolarity[1] = 1;
                    MotorPolarity[2] = 1;
                    MotorPolarity[0] = 0;
                    MotorPolarity[3] = 0;
                end
            4'b1000: 
                begin
                    MotorSides[1] = SP2C;
                    MotorSides[0] = 1;
                    MotorPolarity[2] = 0;
                    MotorPolarity[0] = 1;
                    MotorPolarity[1] = 0;
                    MotorPolarity[3] = 1;
                end
            4'b1001: 
                begin
                    MotorSides[1] = SP1C;
                    MotorSides[0] = SP1C;
                end
            4'b1010: 
                begin
                    MotorSides[1] = SP1C;
                    MotorSides[0] = SP1C;
                end
            4'b1011: 
                begin
                    MotorSides[1] = SP1C;
                    MotorSides[0] = SP2C;
                end
            4'b1100: 
                begin
                    MotorSides[1] = SP1C;
                    MotorSides[0] = SP1C;
                    MotorPolarity[2] = 0;
                    MotorPolarity[0] = 1;
                    MotorPolarity[1] = 0;
                    MotorPolarity[3] = 1;
                end
            4'b1101: 
                begin
                    MotorSides[1] = SP2C;
                    MotorSides[0] = SP1C;
                end
            4'b1110: 
                begin
                    MotorSides[1] = SP2C;
                    MotorSides[0] = SP2C;
                    MotorPolarity[0] = 1;
                    MotorPolarity[3] = 1;
                    MotorPolarity[1] = 0;
                    MotorPolarity[2] = 0;
                end
            4'b1111: 
                begin
                    MotorSides[1] = SP1C;
                    MotorSides[0] = SP1C;
                    MotorPolarity[2] = 1;
                    MotorPolarity[0] = 1;
                    MotorPolarity[1] = 0;
                    MotorPolarity[3] = 0;
                end  
        endcase
    end
endmodule
```
**design/flow/run.sh**
```bash
#!/bin/bash
# OpenROAD 26Q1-2900-gdf79404cd8, Yosys 0.63+post, stock flow scripts
make -C /OpenROAD-flow-scripts/flow DESIGN_CONFIG=/design/flow/config.mk WORK_HOME=/design/flow/orfs finish
```
**design/flow/config.mk**
```make
export PLATFORM = sky130hd
export DESIGN_NAME = HELPv2
export DESIGN_NICKNAME = HELPv2
export VERILOG_FILES = /design/flow/design.v
export SDC_FILE = /design/flow/constraint.sdc
export NUM_CORES = 4
export LEC_CHECK = 1
export CORE_UTILIZATION = 50
```
**design/flow/constraint.sdc**
```tcl
current_design HELPv2

set clk_period 2.7
set clk_io_pct 0.2

create_clock -name clk0 -period $clk_period [get_ports {clk}]

set non_clock_inputs [all_inputs -no_clocks]
set_input_delay [expr $clk_period * $clk_io_pct] -clock clk0 $non_clock_inputs
set_output_delay [expr $clk_period * $clk_io_pct] -clock clk0 [all_outputs]
```
==> metrics.sh <==
LAYOUT.CELL_AREA.NON_FILLER_UM2=3180
TIGHTESTPINTRANSITION_PS=516
CTS_ROOT_BUFFER='sky130_fd_sc_hd__clkbuf_8'
STATIC-LEAKAGE-POWER_nW=1.24
DR_ITER_0_VIOLS=76
CP-START-KIND='flop'
COUNT_OF_MAX_CAP_CONSTRAINT_VIOLATIONS=0
POST_DP_CELL_AREA_UM2=2910
POST-ROUTE-DRC-COUNT=0
MOST_USED_CELLS_IN_THE_LAYOUT_EXCLUDING_FILL_AND_TAP_CELLS='sky130_fd_sc_hd__nor2_1, sky130_fd_sc_hd__dfxtp_1, sky130_fd_sc_hd__clkdlybuf4s50_1, sky130_fd_sc_hd__buf_4'
WORSTSETUPPATHTYPE='reg -> out'
REPORT.POWER.TOTAL_W=0.00129
SYNTHSIMPLEGATEAREAFRAC_PCT=19.9
SYNTH-EDFF-COUNT=0
PORT-BUFFER-COUNT=33
FILLER_CELL_COUNT=401
MAX_STAGE_DELAY_PS=350
NUMBER_OF_ANTENNA_VIOLATIONS_AT_THE_FIRST_CHECK_IN_GLOBAL_ROUTING=0
POST-PLACE-CELLS=380
YS_CELLS=283
CPMOSTUSEDCELL='sky130_fd_sc_hd__buf_4'
WORSTSETUPENDPOINTTYPE='primary output'
INITIAL_UTILIZATION_PCT=52.6
GRT-OVFL-TOTAL=0
RSZ0062_AT_GRT='false'
SYNTHAOIAREAFRAC_PCT=12.1
CTS_TREE='built'
DOMINANTREGCELLSYNTH='sky130_fd_sc_hd__dfxtp_1'
WORST-ENDPOINT-ARRIVAL_PS=2020
FMAX_MHz=391
SYNTHESIS.INSTANCES=283
MUXSHAREOFSYNTHAREA_PCT=0.845
INSERTION_DELAY_PS=300
CRIT_BUF_INV=3
NUMBER_OF_UNCONSTRAINED_ENDPOINTS=26
GRT_MAX_DEGREE=17
SYNTH-WARNING-COUNT=1
SYNTH-SEQ-CELLS=63
FINAL_CORE_UTIL_PCT=66.4
CELL_WITH_THE_LARGEST_STAGE_DELAY_ON_THE_WORST_PATH='sky130_fd_sc_hd__dfxtp_2'
CTS_BUF_COUNT=5
TOP_LOGIC_KIND='simple AND/OR/NAND/NOR gates'
TOTAL_WIRE_LENGTH_UM=4250
RATIO_OF_CELLS_WITH_DRIVE_ABOVE_1_IN_THE_FINAL_LAYOUT_PCT=18.8
POST_DRT_WL_PER_CELL_UM=10.7
POST_LAYOUT_MINIMUM_CYCLE_TIME_PS=2560
SYNTH_CELL_TYPES=46
WORST_HOLD_PATH_TYPE='reg -> reg'
POSTCTSHOLDBUFS=0
NUMBER_OF_BUFFERS_ON_THE_LONGEST_CLOCK_PATH=2
GLOBALPLACE.CONGESTION=0.858
TIMING.FINAL.MAX_SLEW_VIOLATIONS=0
HTREE_NUM_LEVELS=2
DP_HPWL_UM=3080
DIODE_INSERTION_COUNT_FOR_ANTENNA_REPAIR=0
TIMING.FINAL.HOLD_VIOLATIONS=0
CORE-AREA_UM2=4790
FLOORPLAN.ROWS=25
FINAL_CELL_COUNT_NO_FILL=397
SYNTH.CELLMIX.XORXNORSHARE_PCT=10.8
IO-PIN-COUNT=42
FINAL_LAYOUT_TOP_LOGIC_CELL='sky130_fd_sc_hd__nor2_1'
SYNTHTOLAYOUTAREAGROWTH_PCT=26.2
FLOORPLAN.DIE_AREA_UM2=5330
MAX-VDD-IR-DROP_mV=0.392
FLOORPLAN.DIE.WIDTH_UM=73.0
DR_TOTAL_VIAS=1940
STAGE_LOG_WARNINGS=30
ADDER_SHARE_PCT=0.994
MIN_PERIOD_OVER_PERIOD_PCT=94.7
SETUP_TOTAL_NEGATIVE_SLACK_PS=0
GRT_PASS1_WL_UM=7040
MI_LOGIC_AREA_UM2=1220
CRIT_PATH_MAX_FANOUT=3
GRT_UTIL_ALL_LAYERS_PCT=17.0
AVGVIACOUNTPERCELL=4.89
POWER_DENSITY_nW_PER_UM2=406
POSTSYNTHAREAPERCELL_UM2=8.90
CRIT_REQUIRED_PS=2160
CRITICAL_PATH.TOP_DELAY_FAMILY='AND-OR/OR-AND gates'
FF_LATCH_AREA_UM2=1200
DR.PASS1.ITERS=4
STATUS='complete, no violations'
CP_CELL_SEQUENCE='nand3_4 > o311ai_4 > buf_4 > a2111oi_2 > buf_4 > o41ai_2 > o311ai_1 > clkbuf_2'
SYNTH_ASYNC_SR_FLOP_SHARE_PCT=0
SYN-CELL-AREA_UM2=2520
WORST_SETUP_HOLD_PATH_CLK_SLEW_PS=90
POSTROUTEANTENNANETS=0
NUMBER_OF_GLOBAL_ROUTE_VIAS_BEFORE_REPAIR=1671
TIMING.SLEW.HEADROOM_PCT=65.5
FINALCLOCKSKEW_PS=7.83
UNCLOCKED_REGS=13
SETUP_VIOL=0
FP.DIEH_UM=73.0
CHIP_AREA_FROM_THE_YOSYS_SYNTHESIS_STATISTICS_UM2=2520
## area by class of cell
| class | instances | area share, % |
|---|---|---|
| multi-input cells | 189 | 38.3 |
| flip-flops and latches | 63 | 37.9 |
| repair buffers | 58 | 16.5 |
| clock buffers | 7 | 3.03 |
| well taps | 67 | 2.64 |
| inverters | 12 | 1.42 |
| clock inverters | 1 | 0.275 |
## worst paths after layout
kind	start	slack [ps]	cells after the start	end
max	speedcounter2[4]$_SDFF_PP0_	140	8	JC0
min	count[0]$_DFF_P_	410	1	count[0]$_DFF_P_
max reg2reg	speedcounter1[3]$_SDFF_PP0_	1100	7	speedcounter2[15]$_SDFF_PP0_
min reg2reg	count[0]$_DFF_P_	410	1	count[0]$_DFF_P_
## report_power, final
group	internal, W	switching [W]
registers	0.000743	0.000000600
clock network	0.000235	0.000229
logic	0.0000511	0.0000325
## synthesized netlist by cell type (9+ instances only)
master,number,area [um^2]
sky130_fd_sc_hd__buf_4,9,67.6
sky130_fd_sc_hd__a21oi_1,12,60.1
sky130_fd_sc_hd__nand2_1,18,67.6
sky130_fd_sc_hd__xnor2_1,17,149
sky130_fd_sc_hd__nor2_1,52,195
sky130_fd_sc_hd__xor2_1,14,123
sky130_fd_sc_hd__nand3_1,17,85.1
sky130_fd_sc_hd__dlxtn_1,13,195
sky130_fd_sc_hd__dfxtp_1,50,1000
sky130_fd_sc_hd__inv_1,12,45.0
sky130_fd_sc_hd__o21ai_0,9,45.0
## logic make-up after synthesis
logic type | after synthesis
simple gates | 111
flops | 50
compound gates | 41
buf+inv | 32
xor+xnor | 31
latches | 13
fa+ha+maj | 2
mux | 2
other cells | 1
## per-layer routing
layer | vias up | track usage, % | part of all wire, %
met2 | 41 | 25.9 | 41
met1 | 853 | 27.3 | 53
met4 | 0 | 2.18 | 1.3
li1 | 1040 | - | -
met5 | - | 0 | 0
met3 | 6 | 2.52 | 4.4
## registers in the layout (all words and copies together), names as in the netlist
name           cells
count             18
speedcounter1     16
speedcounter2     16
seg                7
MotorPolarity      4
an                 2
## stage by stage
stage / worst slack (ps) / hold slack [ps]
2_1_floorplan: 679 / 379
3_3_place_gp: -174 / 395
3_5_place_dp: -188 / 399
4_1_cts: 2.51 / 421
5_1_grt: 31.0 / 436
6_report: 143 / 414
## what timing repair did
| action | in CTS | in global routing |
|---|---|---|
| buffers inserted | 5 | 5 |
| pin swaps | 10 | 10 |
| gates resized | 23 | 13 |
| endpoints found under the setup margin | 2 | 2 |
| endpoints found under the hold margin | 0 | 0 |
| gates cloned | 0 | 0 |
Power and IR drop assume default switching activity.
